==> flow/design.v <==
module Cordic #(parameter MODE = 0, STAGES = 8, WIDTH = 16, PHASE_WIDTH = 19)(
input wire                        in_clk,
input wire                        in_rst,
input wire                        in_enable,
input wire    [WIDTH-1:0]         in_x,
input wire    [WIDTH-1:0]         in_y,
input wire    [PHASE_WIDTH-1:0]   in_phase,
output wire                       out_valid,
output wire   [PHASE_WIDTH-1:0]   out_phase,
output wire   [WIDTH-1:0]         out_x,
output wire   [WIDTH-1:0]         out_y
);
localparam	ROTATIONAL = 0, 
			VECTORING  = 1;
wire signed   [WIDTH:0]         xn [STAGES:0];
wire signed   [WIDTH:0]         yn [STAGES:0];
wire signed   [PHASE_WIDTH-1:0]   zn [STAGES:0];
reg signed  [WIDTH:0]         xn_reg [STAGES:0];
reg signed  [WIDTH:0]         yn_reg [STAGES:0];
reg signed  [PHASE_WIDTH-1:0]   zn_reg [STAGES:0];
reg start;
generate
	if(MODE == ROTATIONAL) begin
reg [WIDTH-1:0] temp_x, temp_y;
reg [PHASE_WIDTH-1:0] temp_z;
always @ (posedge in_clk or negedge in_rst) 
begin
 if(!in_rst) begin
	temp_x <= 'b0;
	temp_y <= 'b0;
	temp_z <= 'b0; 
 end else if (start) begin
	temp_x <= in_x;
	temp_y <= in_y;
	temp_z <= in_phase;
	end
end
wire [PHASE_WIDTH-1:0] half_pi = 19'h19220;
wire [PHASE_WIDTH-1:0] z_limit = 19'h1b333;
reg [WIDTH-1:0] adjusted_x, adjusted_y;
reg [PHASE_WIDTH-1:0] adjusted_z;
always @ (*) 
begin
	if(temp_z[PHASE_WIDTH-1] == 1'b0 && temp_z > z_limit) begin
		adjusted_x = ~temp_y + 'b1;
		adjusted_y = temp_x;
		adjusted_z = temp_z - half_pi;
	end 
	else if(temp_z[PHASE_WIDTH-1] == 1'b1 && (~temp_z+19'b1) > z_limit) begin
		adjusted_x = temp_y;
		adjusted_y = ~temp_x + 'b1;
		adjusted_z = temp_z + half_pi;
	end 
	else begin
		adjusted_x = temp_x;
		adjusted_y = temp_y;
		adjusted_z = temp_z;
	end
end
assign xn[0] = {adjusted_x[WIDTH-1], adjusted_x};
assign yn[0] = {adjusted_y[WIDTH-1], adjusted_y};
assign zn[0] = adjusted_z;
end else if(MODE == VECTORING) begin
assign xn[0] = {in_x[WIDTH-1], in_x};
assign yn[0] = {in_y[WIDTH-1], in_y};
assign zn[0] = 'b0;
end
endgenerate
generate 
genvar i;
	if(MODE == ROTATIONAL) begin
for(i=0; i<STAGES; i=i+1) begin
  assign xn[i+1] = (zn_reg[i][PHASE_WIDTH-1] == 1'b0) ? xn_reg[i]-(yn_reg[i]>>>i)   : xn_reg[i]+(yn_reg[i]>>>i);
  assign yn[i+1] = (zn_reg[i][PHASE_WIDTH-1] == 1'b0) ? yn_reg[i]+(xn_reg[i]>>>i)   : yn_reg[i]-(xn_reg[i]>>>i);
  assign zn[i+1] = (zn_reg[i][PHASE_WIDTH-1] == 1'b0) ? zn_reg[i]-arctangent(i) : zn_reg[i]+arctangent(i);
end
end else if(MODE == VECTORING) begin
for(i=0; i<STAGES; i=i+1) begin
  assign xn[i+1] = (yn_reg[i][WIDTH] == 1'b1) ? xn_reg[i]-(yn_reg[i]>>>i)   : xn_reg[i]+(yn_reg[i]>>>i);
  assign yn[i+1] = (yn_reg[i][WIDTH] == 1'b1) ? yn_reg[i]+(xn_reg[i]>>>i)   : yn_reg[i]-(xn_reg[i]>>>i);
  assign zn[i+1] = (yn_reg[i][WIDTH] == 1'b1) ? zn_reg[i]-arctangent(i) : zn_reg[i]+arctangent(i);
end
end
endgenerate
always @ (posedge in_clk or negedge in_rst)
	if(!in_rst)
		start <= 1'b0;
	else
		start <= in_enable;
reg [STAGES+2:0] valid_reg;	
for(i=0; i<=STAGES; i=i+1) begin
  always @ (posedge in_clk or negedge in_rst)
    if(!in_rst)begin
      xn_reg[i] <= 'b0;
      yn_reg[i] <= 'b0;
      zn_reg[i] <= 'b0;    
    end
    else if(valid_reg[i+1]) begin
      xn_reg[i] <= xn[i];
      yn_reg[i] <= yn[i];
      zn_reg[i] <= zn[i];
    end
end
wire signed [15:0] k = 18'h009B7;
wire signed [31:0] scaled_x = xn_reg[STAGES] * k;
wire signed [31:0] scaled_y = yn_reg[STAGES] * k;
assign out_x = scaled_x[27:12];
assign out_y = scaled_y[27:12];
assign out_phase = zn_reg[STAGES];
always@(posedge in_clk or negedge in_rst)
begin
  if(!in_rst)
    valid_reg <= 'b0;
  else
    valid_reg <= {valid_reg[STAGES+1:0], in_enable};
end
assign out_valid = valid_reg[STAGES+2];
function [18:0] arctangent;
  input [3:0] i;
  begin
    case (i)
    0 : arctangent = 19'b000_1100100100001111;  
    1 : arctangent = 19'b000_0111011010110001;  
    2 : arctangent = 19'b000_0011111010110110;  
    3 : arctangent = 19'b000_0001111111010101;  
    4 : arctangent = 19'b000_0000111111111010;  
    5 : arctangent = 19'b000_0000011111111111;  
    6 : arctangent = 19'b000_0000001111111111;  
    7 : arctangent = 19'b000_0000000111111111;  
    8 : arctangent = 19'b000_0000000011111111;  
    9 : arctangent = 19'b000_0000000001111111;  
    10: arctangent = 19'b000_0000000000111111;  
    11: arctangent = 19'b000_0000000000011111;  
    12: arctangent = 19'b000_0000000000001111;  
    13: arctangent = 19'b000_0000000000000111;  
    14: arctangent = 19'b000_0000000000000011;  
    15: arctangent = 19'b000_0000000000000001;  
    default: arctangent = 19'b000_0000000000000000;  
    endcase
  end
endfunction
endmodule
==> flow/run.sh <==
#!/bin/bash
# OpenROAD 26Q1-2900-gdf79404cd8, Yosys 0.63+post, stock flow scripts
make -C /OpenROAD-flow-scripts/flow DESIGN_CONFIG=/design/flow/config.mk WORK_HOME=/design/flow/orfs finish
==> flow/config.mk <==
export PLATFORM = sky130hd
export DESIGN_NAME = Cordic
export DESIGN_NICKNAME = Cordic
export VERILOG_FILES = /design/flow/design.v
export SDC_FILE = /design/flow/constraint.sdc
export NUM_CORES = 4
export LEC_CHECK = 1
export CORE_UTILIZATION = 30
==> flow/constraint.sdc <==
current_design Cordic

set clk_period 13.5
set clk_io_pct 0.2

create_clock -name clk0 -period $clk_period [get_ports {in_clk}]

set non_clock_inputs [all_inputs -no_clocks]
set_input_delay [expr $clk_period * $clk_io_pct] -clock clk0 $non_clock_inputs
set_output_delay [expr $clk_period * $clk_io_pct] -clock clk0 [all_outputs]
==> run summary <==
The implementation run finished. Filler cell count in the final layout landed at 17000. Yosys stat cell total landed at 5567. OpenROAD emitted warnings numbering 78.

Core area landed at 0.168 sq mm. After synthesis the cells add up to 0.0509 sq mm. Once synthesis finished, the tally of register bits stood at 536.

The final critical path takes up 74.5% of the cycle. According to the floorplan report, the total die area is 0.171 sq mm. Largest fanout on the critical path landed at 5.

Largest buffer count on any clock path landed at 3. TritonCTS built the clock tree.

Per the GRT congestion report, total overflow comes to 0. The cell-mix breakdown from Yosys lists the compound-gate area share as 16.1%. Arrival time at the worst endpoint landed at 7350 ps.

Clock sink count landed at 536. Post-synth area from yosys stat landed at 0.0509 sq mm. Per the timing report, the achievable frequency comes out to 99.5 MHz. Fraction of the core area occupied by cells at floorplan landed at 30.3%. After detailed placement, the total cell area comes to 0.0541 sq mm. The placement report lists the number of port buffers as 105.

Per the detail_route report, routed wire per instance is 13.6 um. Vias after detailed routing landed at 37700. The number of placed instances, taps included, is 7712. Hold-fix buffer count after cts landed at 0. After detailed routing, the number of remaining DRC violations is 0. Largest net degree at the start of global routing landed at 118. Setup repair after global routing left no endpoint under its margin. Area fraction in and, or, nand and nor cells after synthesis landed at 12.4%. Overall routing resource usage landed at 13.0%. At the pin with the least slew margin, the transition time is 831 ps. After synthesis, the netlist uses 82 different library cells.

In the CTS report, the clock slew at the register clock pins of the worst setup and hold paths is listed as 60 ps. Measured against its own limit, the worst slew margin works out to 44.1%. In this run the mean area of a mapped cell was 9.14 sq um. Measured along the y axis, the die boundary spans 414 um.

At the end of the flow the core is filled with cells to 33.5%. The first global-routing pass estimated 183000 um of wire. After synthesis, the share of cell area in mux cells is 7.75%.

Of all flip-flops after synthesis, the portion carrying an async set or reset was 100%. After synthesis, flip-flops and latches occupy 26.4% of the total area. For this run, the leading register cell type out of synthesis is dfrtp_1.

Per the CTS log, the root buffer master is clkbuf_16. Final max-slew violation count landed at 0.

In the post-route report, total wirelength is listed as 107000 um. Number of placed I/O pins landed at 106. The routed design shows a via density per instance of 4.82. Final setup violation count landed at 0. Final RePlAce weighted congestion landed at 0.905. After routing, the total negative slack on setup checks comes to 0 ps. Number of antenna violations at the first check in global routing landed at 2. Worst endpoint required time landed at 10800 ps. Cell row count landed at 150. The register with the most flip-flops in the layout has 171 of them. Non-filler instance count after layout landed at 7826. The worst setup path is captured at an output port. According to the report, the first pass of detailed routing completed in 5 iterations. The report counts max-capacitance violations totalling 0. Final tally of hold violations landed at 0.

Die boundary width landed at 414 um. Via count of the first global-routing pass landed at 36900. Per the CTS log, the maximum H-tree level is 2.

Looking at the setup timing report, the critical path kind is flop to output port. Clock period minus worst slack landed at 10050 ps. Gate count of the mapped netlist landed at 5567. Largest clock skew in the final design landed at 14.0 ps. As reported, the later end of the worst-skew pair has a clock insertion delay of 660 ps.

The worst setup path is launched from a flop. The critical path starts at xn_reg[8][7]$_DFFE_PN0P_. Final antenna-violating net count landed at 0. The synthesized netlist devotes 22.5% of its cell area to adder and majority cells.

Number of setup buffers added after CTS landed at 0. The run finished with clean final reports. Checking hold timing, the worst path is listed with class flop to flop. Estimated wirelength of the detail-placed design landed at 85400 um. Count of yosys warnings during synthesis landed at 4.

Area growth from synthesis to final layout landed at 10.6%. Cell resize tally after clock tree synthesis landed at 0. In this run, CTS created clock tree buffers numbering 61. Number of flops mapped to enable cells by yosys landed at 0. Xor/xnor share of the synthesized area landed at 8.95%.

The worst register-to-register path begins at zn_reg[1][18]$_DFFE_PN0P_. For this block, the initial DRC count from the detailed router was 1612. Per the hold report, the tightest min-delay path originates at zn_reg[1][13]$_DFFE_PN0P_. The layout stage reports a final design area of 0.0563 sq mm. For reference, the top logic cell family by area is adder cells. Fraction of final layout cells with drive strength greater than 1 landed at 8.97%.
==> per-stage QoR <==
stage / hold WS, ps / setup slack, ps
floorplan: 352 / 4900
detailed placement: 478 / 4060
global placement: 474 / 4110
global route: 512 / 3080
finish: 483 / 3450
CTS: 492 / 3330
==> path summary, 6_finish.rpt <==
path | cells after the start | to | slack [ps]
min reg2reg | 2 | zn_reg[1][13]$_DFFE_PN0P_ | 480
min | 2 | zn_reg[1][13]$_DFFE_PN0P_ | 480
max | 21 | out_x[15] | 3450
max in group asynchronous | 5 | valid_reg[9]$_DFF_PN0_ | 8470
max reg2reg | 13 | zn_reg[2][17]$_DFFE_PN0P_ | 9290
min in group asynchronous | 1 | genblk1.temp_z[7]$_DFFE_PN0P_ | 1990
==> routing by layer <==
layer / up-vias / track usage [%] / part of all wire [%]
li1: 19600 / - / -
met1: 17500 / 18.0 / 47
met2: 433 / 22.2 / 48
met3: 146 / 1.36 / 2.5
met4: 0 / 2.64 / 2.4
met5: - / 0 / 0
==> logic make-up (layout without fill, tap and decap cells) <==
logic type	after synthesis	in the layout
buffers and inverters	762	815
flip-flops	536	536
adder cells (fa/ha/maj)	797	797
AND/OR/NAND/NOR	1307	1307
multiplexers	356	356
other	0	2
AND-OR/OR-AND	1289	1289
XOR/XNOR	520	520
==> worst max-delay path, stage by stage, from the launching register on <==
cell and delay [ps]:
dfrtp_1 450, ha_1 380, inv_1 70, fa_1 510, fa_1 530, inv_1 50
fa_1 470, inv_1 50, fa_1 520, inv_1 40, ha_1 210, a2111oi_2 370
o21ai_1 130, o21a_1 240, a311o_1 420, o31a_1 310, and4_1 230, or4_4 530
a41o_1 300, o41ai_2 230, xor2_1 160, clkdlybuf4s50_1 470
==> layout make-up <==
| cell class | count | area (sq um) | area share (%) |
|---|---|---|---|
| flip-flops and latches | 536 | 13400 | 23.9 |
| multi-input cells | 4269 | 34500 | 61.3 |
| diodes | 2 | 5.00 | 0.00889 |
| clock buffers | 85 | 1800 | 3.20 |
| inverters | 560 | 2100 | 3.73 |
| repair buffers | 143 | 1370 | 2.43 |
| clock inverters | 27 | 355 | 0.631 |
| well taps | 2204 | 2760 | 4.90 |
==> synthesized netlist by cell type (12+ instances only) <==
| library cell | count | area, sq um |
|---|---|---|
| ha_1 | 599 | 7490 |
| inv_1 | 557 | 2090 |
| dfrtp_1 | 536 | 13400 |
| a21oi_1 | 411 | 2060 |
| nor2_1 | 363 | 1360 |
| xnor2_1 | 351 | 3070 |
| nand2_1 | 315 | 1180 |
| mux2_2 | 305 | 3430 |
| o21ai_0 | 263 | 1320 |
| fa_1 | 198 | 3960 |
| xor2_1 | 169 | 1480 |
| nor3_1 | 164 | 821 |
| clkbuf_1 | 137 | 514 |
| a21o_1 | 125 | 938 |
| nand3_1 | 97 | 485 |
| or3_1 | 72 | 450 |
| a211oi_1 | 61 | 458 |
| nor2b_1 | 61 | 382 |
| and3_1 | 55 | 344 |
| o21a_1 | 54 | 405 |
| a31oi_1 | 51 | 319 |
| mux2i_1 | 51 | 510 |
| o31ai_1 | 45 | 338 |
| o21bai_1 | 38 | 285 |
| buf_4 | 32 | 240 |
| nand2b_1 | 32 | 200 |
| nor4_1 | 32 | 200 |
| o211ai_1 | 29 | 218 |
| buf_1 | 26 | 97.6 |
| and2_1 | 24 | 150 |
| nor3b_1 | 24 | 180 |
| a211o_1 | 22 | 193 |
| a31o_2 | 21 | 184 |
| a41oi_1 | 16 | 140 |
| a21boi_0 | 13 | 97.6 |
| a2111oi_0 | 12 | 105 |
| a221oi_1 | 12 | 105 |
| nand3b_1 | 12 | 90.1 |
==> cell usage in the layout (no fill, tap or decap), types with 63 or more instances in the layout <==
cell type / netlist / routed
inv_1: 557 / 557
xor2_1: 169 / 169
nor2_1: 363 / 363
mux2_2: 305 / 305
clkbuf_16: 0 / 63
ha_1: 599 / 599
nor3_1: 164 / 164
clkdlybuf4s50_1: 0 / 104
a21o_1: 125 / 125
nand3_1: 97 / 97
dfrtp_1: 536 / 526
o21ai_0: 263 / 263
fa_1: 198 / 198
a21oi_1: 411 / 411
xnor2_1: 351 / 351
nand2_1: 315 / 315
or3_1: 72 / 72
